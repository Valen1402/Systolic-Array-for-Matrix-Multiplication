**design/flow/design.v**
```verilog
`timescale 1 ns / 1 ps
module MemoryController
#(
    parameter MAC_ROW                                           = 16,
    parameter MAC_COL                                           = 16,
    parameter W_BITWIDTH                                        = 8,
    parameter INPUT_BITWIDTH                                    = 16,
    parameter OUTPUT_BITWIDTH                                   = 32,
    parameter W_ADDR_BIT                                        = 11,
    parameter INPUT_ADDR_BIT                                    = 12,
    parameter OUTPUT_ADDR_BIT                                   = 10,
    parameter WEIGHT_ROW                                        = 64,
    parameter WEIGHT_COL                                        = 288,
    parameter INPUT_ROW                                         = 288,
    parameter INPUT_COL                                         = 196,
    parameter OUTPUT_ROW                                        = 64,
    parameter OUTPUT_COL                                        = 196
)
(
    input  logic                                                clk,
    input  logic                                                rstn,
    input  logic                                                start_in,
    input  logic                                                output_ready_in,
    output logic                                                w_prefetch_out,
    output logic [W_ADDR_BIT-1:0]                               w_addr_out,
    output logic                                                w_read_en_out,
    output logic                                                input_start_out,
    output logic [INPUT_ADDR_BIT-1:0]                           input_addr_out,
    output logic                                                input_read_en_out,
    output logic                                                mac_done_out,
    output logic [OUTPUT_ADDR_BIT-1:0]                          output_addr_out,
    output logic                                                output_write_en_out,
    output logic                                                output_write_done_out
);
    logic [3:0]                                                 w_cycle_count;
    logic [1:0]                                                 w_tiling_count1;
    logic [5:0]                                                 w_tiling_count2;
    logic [7:0]                                                 input_cycle_count;
    logic [1:0]                                                 input_tiling_count1;
    logic [5:0]                                                 input_tiling_count2;
    logic                                                       weight_prefetching;
    logic                                                       input_fetching;
    logic                                                       outputting;
    logic                                                       last_cycle;
    always_ff @ (posedge clk) begin
        if (!rstn) begin
            w_prefetch_out          <= 0;
            w_addr_out              <= 0;
            w_read_en_out           <= 0;
            input_start_out         <= 0;
            input_addr_out          <= 0;
            input_read_en_out       <= 0;
            mac_done_out            <= 0;
            output_addr_out         <= 0;
            output_write_en_out     <= 0;
            output_write_done_out   <= 0;
            w_cycle_count           <= 0;
            w_tiling_count1         <= 0;
            w_tiling_count2         <= 0;
            input_cycle_count       <= 0;
            input_tiling_count1     <= 0;
            input_tiling_count2     <= 0;
            weight_prefetching      <= 0;
            input_fetching          <= 0;
        end else if (start_in) begin
            weight_prefetching      <= 1;
            w_prefetch_out          <= 1;
            w_addr_out              <= 0;
            w_read_en_out           <= 1;
            w_cycle_count           <= 0;
            w_tiling_count1         <= 0;
            input_fetching          <= 0;
            input_cycle_count       <= 0;
            input_tiling_count1     <= 0;
            input_tiling_count2     <= 0;
            last_cycle              <= 0;
        end else if (weight_prefetching) begin
            w_prefetch_out          <= 0;
            w_cycle_count           <= w_cycle_count + 1;
            if (w_cycle_count != 4'hf) begin
                w_addr_out          <= w_addr_out + 4;
                w_read_en_out       <= 1;
            end else begin
                w_read_en_out       <= 0;
                w_tiling_count1     <= w_tiling_count1 + 1;
                weight_prefetching  <= 0;
                input_start_out     <= 1;
                input_fetching      <= 1;
                input_cycle_count   <= 0;
                input_tiling_count1 <= input_tiling_count1 + 1;
                input_read_en_out   <= 1;
                if (input_tiling_count1 == 3) begin
                    w_tiling_count2         <= w_tiling_count2 + 1;
                    input_addr_out          <= input_tiling_count2;
                    input_tiling_count2     <= input_tiling_count2 + 1;
                    if (input_tiling_count2 == 17) begin
                        last_cycle          <= 1;
                    end
                end else begin
                    input_addr_out  <= input_tiling_count2;
                end
            end
        end else if (input_fetching) begin
            input_start_out         <= 0;
            input_cycle_count       <= input_cycle_count + 1;
            if (input_cycle_count != 195) begin
                input_addr_out      <= input_addr_out + 18;
            end else begin
                input_read_en_out   <= 0;
                input_fetching      <= 0;
                if (!last_cycle) begin
                    weight_prefetching  <= 1;
                    w_prefetch_out      <= 1;
                    w_read_en_out       <= 1;
                    w_addr_out          <= w_tiling_count2 * 64 + w_tiling_count1;
                end else begin
                    mac_done_out        <= 1;
                    outputting          <= 1;
                    output_addr_out     <= 0;
                end
            end
        end else if (outputting) begin
        end
    end
endmodule
```
**design/flow/run.sh**
```bash
#!/bin/bash
# OpenROAD 26Q1-2900-gdf79404cd8, Yosys 0.63+post, stock flow scripts
make -C /OpenROAD-flow-scripts/flow DESIGN_CONFIG=/design/flow/config.mk WORK_HOME=/design/flow/orfs finish
```
**design/flow/config.mk**
```make
export PLATFORM = sky130hd
export DESIGN_NAME = MemoryController
export DESIGN_NICKNAME = MemoryController
export VERILOG_FILES = /design/flow/design.v
export SDC_FILE = /design/flow/constraint.sdc
export NUM_CORES = 4
export LEC_CHECK = 1
export CORE_UTILIZATION = 30
```
**design/flow/constraint.sdc**
```tcl
current_design MemoryController

set clk_period 5.0
set clk_io_pct 0.2

create_clock -name clk0 -period $clk_period [get_ports {clk}]

set non_clock_inputs [all_inputs -no_clocks]
set_input_delay [expr $clk_period * $clk_io_pct] -clock clk0 $non_clock_inputs
set_output_delay [expr $clk_period * $clk_io_pct] -clock clk0 [all_outputs]
```
==> results.txt <==
Purpose: to document the outcome of synthesis and place and route.

Status
The run finished with clean final reports.

Floorplan
The horizontal die dimension is 102 um. 44 I/O pins were placed. The floorplan has 36 rows. The height of the chip is 102 um. The floorplan step defined a core boundary enclosing 9770 um2. The overall chip area is 10500 um2. The starting density of the core is 31.0%.

CTS
TritonCTS built the clock tree. Post-CTS repair changed the size of 0 cells. The report puts the hold buffer count at CTS at 0. Once the clock tree was built, the setup fixing pass inserted 0 buffers.

The maximum level of the CTS H-tree is 3. The clock buffer count from CTS is 9. In the CTS report, the clock slew at the register clock pins of the worst setup and hold paths is listed as 0.07 ns. The clock latency at the later pin of the worst-skew pair is 0.33 ns. Counting every sink on the clock net gives 58. The tree is rooted in a sky130_fd_sc_hd__clkbuf_8. The buffer depth of the longest clock path is 2.

Global route
The first global-routing pass estimated 11500 um of wire. The number of global-route vias before repair came to 2358. The number of antenna violations at the first check in global routing is 0. The global routing usage summed across all routing layers is 13.9%.

The final global-route overflow total is 0. Entering global routing, the biggest net connects 31 pins.

STA
The minimum hold slack is 0.469 ns. Per the final report, max-transition violations number 0. Dividing the final minimum period by the clock period gives 55.2%.

Measured against its own limit, the worst slew margin works out to 45.3%. After routing, the total negative slack on setup checks comes to 0 ns. The routed design could run at a clock period as short as 2.76 ns. Setup repair after global routing left no endpoint under its margin. The worst clock skew is 0.00871 ns. The maximum operating frequency is 0.362 GHz. The hold violation count in the final report is 0. The transition time recorded at the tightest slew-check pin is 0.813 ns.

The total setup violations reported at the end of the flow is 0.

Critical path
The top fanout value on the critical path is 18. The worst setup path is captured at a flip-flop. The number of buffers and inverters on the critical path is 1. In this run the critical path is formed by clkdlybuf4s50_1 > nand2b_1 > a31oi_1 > nand2b_1 > mux2i_1.

Per STA, the highest per-stage delay on the worst path measures 0.65 ns. STA classifies the critical path startpoint as a primary input. The critical path start-end classification is primary input to flip-flop. The cell type of the slowest stage on the worst timing path is sky130_fd_sc_hd__clkdlybuf4s50_1. At the worst endpoint, the required time is 5.26 ns. The arrival time reported for the critical path endpoint is 3.03 ns.

The worst-case reg-to-reg setup slack stands at 2.77 ns. The cell that appears most often on the critical path is sky130_fd_sc_hd__nand2b_1. Grouping stages by cell kind, the critical path spends the most delay in simple AND/OR/NAND/NOR gates.

Logic synthesis
After synthesis, the design contains 340 cells according to Yosys. The post-synth tally of flip-flops with integrated enable is 1. In the synthesized netlist, the number of instances is 340.

The most common cell in the synthesized netlist is sky130_fd_sc_hd__dfxtp_1. The top cell type's share of synthesized area is 37.7%. The register bit count reported by yosys is 58. Per the synthesis report, the dominant area consumer among library cells is sky130_fd_sc_hd__dfxtp_1. For this run, the register share of the synthesized area comes to 38.7%. The number of different library cells in the post-synthesis netlist is 66. The total cell area reported by yosys after synthesis is 3030 um2. A synthesized cell averages 8.91 um2. The commonest cells after synthesis are sky130_fd_sc_hd__dfxtp_1 (57), sky130_fd_sc_hd__nor2_1 (28), sky130_fd_sc_hd__nand2_1 (25). The number of warnings issued by yosys is 1. Sorting the synthesized cells by area gives the leading types as sky130_fd_sc_hd__dfxtp_1 (38%), sky130_fd_sc_hd__nor2_1 (3.5%), sky130_fd_sc_hd__ha_1 (3.3%), sky130_fd_sc_hd__buf_4 (3.2%), sky130_fd_sc_hd__nand2_1 (3.1%).

After synthesis the cells add up to 3030 um2. The dominant register cell in the synthesized netlist is sky130_fd_sc_hd__dfxtp_1. The synthesis report gives the async set-or-reset register share as 0%.

Detailed routing
The routed layout reports a DRC error count of 0. The routed design shows a wire length per standard cell of 13.6 um. The first-pass detailed-route iteration total is 4. Per the detailed-route log, wirelength across all metal layers totals 6830 um.

The final route contains 2584 vias. The count of antenna-violating nets left after detailed routing is 0. In this run, the number of DRC markers left after iteration 0 of detailed routing was 103. The number of antenna diodes in the final layout is 0. For this run, the detailed router reports a per-instance via density of 5.14.

Job
The stage logs contain a warning count of 27. The count of maximum capacitance violations is 0.

Placed design
The post-detailed-placement half-perimeter wirelength is 4410 um. After its last routability iteration, the placer logged a weighted congestion of 0.815. The total of buffers placed on input and output ports is 30.

Layout
Per the final layout report, the fraction of cells sized above drive strength 1 comes to 9.19%. Per the run report, area growth between synthesis and finish was 18.5%. After filler insertion, the fill cell instance count of the layout stands at 998.

Power
The static leakage is 0.00120 uW. The power density over the cells is 265 nW/um2. The power consumption is 952 uW. VDD sags by at most 0.195 mV.

Min path
In this run the worst hold path is classified as flip-flop to flip-flop.
## placed cells by master, fill, tap and decap left out, types with 3 or more instances in the layout
master                            count
sky130_fd_sc_hd__a21boi_0             3
sky130_fd_sc_hd__a21boi_1             5
sky130_fd_sc_hd__a21oi_1             13
sky130_fd_sc_hd__a31oi_1              8
sky130_fd_sc_hd__and2_1               5
sky130_fd_sc_hd__and3_1               4
sky130_fd_sc_hd__buf_4                5
sky130_fd_sc_hd__clkbuf_8            12
sky130_fd_sc_hd__clkdlybuf4s50_1     30
sky130_fd_sc_hd__conb_1              12
sky130_fd_sc_hd__dfxtp_1             57
sky130_fd_sc_hd__ha_1                 8
sky130_fd_sc_hd__inv_1                4
sky130_fd_sc_hd__mux2i_1              9
sky130_fd_sc_hd__nand2_1             25
sky130_fd_sc_hd__nand2b_1             7
sky130_fd_sc_hd__nand3_1             10
sky130_fd_sc_hd__nand3b_1             4
sky130_fd_sc_hd__nand4_1             11
sky130_fd_sc_hd__nor2_1              28
sky130_fd_sc_hd__nor2b_1              6
sky130_fd_sc_hd__nor3_1               4
sky130_fd_sc_hd__nor4_1               3
sky130_fd_sc_hd__o2111ai_1            4
sky130_fd_sc_hd__o21a_1               3
sky130_fd_sc_hd__o21ai_0             13
sky130_fd_sc_hd__o21ai_1              4
sky130_fd_sc_hd__o31ai_1              5
sky130_fd_sc_hd__or4_1                4
sky130_fd_sc_hd__xnor2_1              9
sky130_fd_sc_hd__xor2_1              10
## path summary, 6_finish.rpt
| check | cells after the start | to | startpoint |
|---|---|---|---|
| hold reg to reg | 2 | input_tiling_count1[1] | input_tiling_count1[1] |
| setup / recovery | 5 | w_addr_out[4] | start_in |
| hold / removal | 2 | input_tiling_count1[1] | input_tiling_count1[1] |
| setup reg to reg | 5 | input_addr_out[6] | weight_prefetching |
## metal layers
layer  track usage [%]  share of wire [%]  vias to the layer above
met5                 0                  0                        -
met2              21.0                 43                       76
met4              1.21                1.0                        0
li1                  -                  -                     1268
met3              3.13                5.9                        7
met1              21.4                 50                     1233
## cell families after synthesis
kind of cell / count (synthesis) / synth area share [%]
AND-OR/OR-AND: 82 / 18.9
adder cells (fa/ha/maj): 8 / 3.30
other: 1 / 0.124
XOR/XNOR: 19 / 5.49
flip-flops: 58 / 38.7
AND/OR/NAND/NOR: 125 / 22.9
multiplexers: 11 / 3.72
buffers and inverters: 36 / 6.90
## state kept, by name (all words and copies together) (netlist names), 2 cells and up
| signal | count |
|---|---|
| input_cycle_count | 8 |
| input_tiling_count1 | 2 |
| w_tiling_count1 | 2 |
| input_tiling_count2 | 6 |
| w_tiling_count2 | 5 |
| w_addr_out | 11 |
| w_cycle_count | 4 |
| input_addr_out | 12 |
## through the flow
step,utilization [%],std cells,area (um2),setup WS (ns)
after floorplan,-,351,3070,2.97
after global placement,34.6,488,3380,1.95
after detailed placement,34.6,488,3380,1.93
after CTS,36.7,503,3590,2.25
after global routing,36.7,503,3590,2.05
final,36.7,503,3590,2.24
## worst reg2reg max path: stages (launching register included)
cell,delay [ns]
sky130_fd_sc_hd__dfxtp_1,0.33
sky130_fd_sc_hd__buf_4,0.31
sky130_fd_sc_hd__and4_4,0.54
sky130_fd_sc_hd__o21ai_2,0.27
sky130_fd_sc_hd__or4_1,0.56
sky130_fd_sc_hd__a21oi_1,0.15
## area by class of cell
class	count	area (um2)	area share (%)
multi-input combinational	257	1690	47.1
sequential	58	1170	32.6
timing repair buffer	35	338	9.41
clock buffer	13	169	4.71
tap	133	166	4.64
clock inverter	2	35.0	0.976
inverter	5	18.8	0.523
## where the power goes
| group | switching, uW | internal [uW] |
|---|---|---|
| sequential | 3.17 | 467 |
| combinational | 23.5 | 15.4 |
| clock | 176 | 268 |
| total | 202 | 750 |
No activity file was given, so power comes from the tool's default toggle rates.
