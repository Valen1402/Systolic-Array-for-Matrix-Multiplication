**flow/design.v**
```verilog
`timescale 1 ns / 1 ps
module mac #(
  parameter IFMAP_BITWIDTH   = 16,
  parameter W_BITWIDTH   = 8,
  parameter OFMAP_BITWIDTH   = 32
)
(
  input  logic                                             clk,
  input  logic                                             rstn,
  input  logic                                             I_en,
  output logic                                             I_ready,
  input  logic [IFMAP_BITWIDTH-1:0]                        I_in,
  output logic [IFMAP_BITWIDTH-1:0]                        I_out,
  input  logic                                             W_en,
  output logic                                             W_ready,
  input  logic [W_BITWIDTH-1:0]                            W_in,
  output logic [W_BITWIDTH-1:0]                            W_out,
  input  logic [OFMAP_BITWIDTH-1:0]                        P_in,
  output logic [OFMAP_BITWIDTH-1:0]                        P_out
);
  always_ff @( posedge clk) begin
    if (!rstn) begin
      I_out       <= 0;
      I_ready     <= 0;
      W_out       <= 0;
      W_ready     <= 0;
      P_out       <= 0;
    end else begin
      if (W_en) begin
        W_out     <= W_in;
        W_ready   <= 1;
      end else begin
        W_ready   <= 0;
      end
      if (I_en) begin
        I_out     <= I_in;
        I_ready   <= 1;
        P_out     <= P_in + {{24{W_out[W_BITWIDTH-1]}}, W_out[W_BITWIDTH-1:0]} * {{16{I_in[IFMAP_BITWIDTH-1]}}, I_in[IFMAP_BITWIDTH-1:0]};
      end else begin
        I_ready   <= 0;
      end
    end
  end
endmodule
```
**flow/run.sh**
```bash
#!/bin/bash
# OpenROAD 26Q1-2900-gdf79404cd8, Yosys 0.63+post, stock flow scripts
make -C /OpenROAD-flow-scripts/flow DESIGN_CONFIG=/design/flow/config.mk WORK_HOME=/design/flow/orfs finish
```
**flow/config.mk**
```make
export PLATFORM = sky130hd
export DESIGN_NAME = mac
export DESIGN_NICKNAME = mac
export VERILOG_FILES = /design/flow/design.v
export SDC_FILE = /design/flow/constraint.sdc
export NUM_CORES = 4
export LEC_CHECK = 1
export CORE_UTILIZATION = 50
```
**flow/constraint.sdc**
```tcl
current_design mac

set clk_period 26.8
set clk_io_pct 0.2

create_clock -name clk0 -period $clk_period [get_ports {clk}]

set non_clock_inputs [all_inputs -no_clocks]
set_input_delay [expr $clk_period * $clk_io_pct] -clock clk0 $non_clock_inputs
set_output_delay [expr $clk_period * $clk_io_pct] -clock clk0 [all_outputs]
```
==> results.txt <==
fresh numbers from the pnr run: status=finished clean, post-place instance area=0.009414 mm², Layout fillers=1335, DRT Pass-1 Iters=4, final WL=17.87 mm, XOR Share, Synth=5.443%, Root Buffer Master=clkbuf_16, crit start category=input pin, slowest stage delay, CP=0.55 ns, crit-path leading delay family=adder cells, clk slew on worst S/H paths=0.06 ns, CP endpoint kind=flop, synthesized area=0.008045 mm², row cnt=46, Bufs and invs on worst path=4, Setup CP Type=input pin to flop, # Cells Yosys=894, distinct lib cells=50, YS chip area=0.008045 mm², Async SR Flop Fraction=0%, Avg Cell Area, Syn=8.999 µm², initial drt markers=196, Hold WC Path Type=flop to flop, Final ANT Viol Nets=0, Post CTS Setup Buffer Count=0, die area=0.01660 mm², pin count of the biggest net entering global routing=62, MUX share of area=5.848%, Slowest-stage cell, CP=fa_1, Max-Cap Viols=0, Slew Limit Fails=0, post-CTS resize count=0, vias per cell=5.094, Post-synth seq share=14.43%, Hold Vio Cnt, Final=0, post-DP HPWL=14.31 mm, vias in the first global route=6101, initial antenna violation count=1, Dominant flop cell=dfxtp_1, Synth Area in Compound Gates=10.75%, hold buffers post-CTS=0, RSZ-0062 raised after global routing=false, logic area=0.006250 mm², Leak Pwr=4.714 nW, Power Density=71.76 mW/mm², CP max FO=9, Design Area, Final=0.009767 mm², CTS Buf Count=9, CP required=27.00 ns, core region area=0.01577 mm², post-synthesis adder-cell area fraction=38.01%, setup TNS=0 ns, comb area leader=adder cells, Overall Global Routing Usage=24.25%, EDFF count, synth=0, mean routed wirelength per cell=14.61 µm, period utilisation layout=47.97%, peak supply drop=62.83 µV, # IOs=118, layout cell share with drive strength beyond 1=2.684%, Synth Instances=894, Worst-Margin Slew=0.7173 ns, Die Wd=128.9 µm, simple share=17.64%, DRC=0, relative slew slack=52.18%, Synth warnings=1, TritonCTS Sinks=58, Synthesized registers=58, global placer's final weighted congestion=0.8700, Critical Path AT=13.05 ns, CTS tree=built, first-pass GRT wire length=30.30 mm, Tmin final=12.85 ns, Die Y=128.9 µm, Layout Skew=0.01003 ns, DR vias=6230, area growth from synthesis to layout=21.40%, Skew-Pair Late Insertion Delay=0.34 ns, highest clock rate=77.79 MHz, Tool Warnings=28, final setup vio count=0, H-tree levels=3, fp util=51.02%, Port Buf Inserts=117, Sequential Area=0.001161 mm², total gr overflow=0, CTS Buffer Depth=2
-- flip-flops by register name, indices dropped and copies added (netlist names) --
| name | flops |
|---|---|
| I_ready | 1 |
| P_out | 32 |
| I_out | 16 |
| W_ready | 1 |
| W_out | 8 |
-- worst min-delay path, cell delays in order, from the launching register on --
cell	delay [ns]
dfxtp_1	0.31
nand2_1	0.05
o22ai_1	0.06
-- power breakdown --
group	internal [mW]	total [mW]	switching [mW]	leakage [nW]
Sequential	0.107	0.121	0.0138	0.479
Clock	0.0918	0.139	0.0471	0.171
Combinational	0.215	0.441	0.227	4.06
Total	0.413	0.701	0.287	4.71
-- cells in the mapped netlist (7+ instances only) --
cell type	number	area [µm²]
inv_1	145	544.3
a21o_1	22	165.2
xnor2_1	35	306.5
nand2b_1	7	43.79
dfxtp_1	58	1161
o21bai_1	9	67.56
fa_1	104	2082
nor2_1	32	120.1
nand2_1	46	172.7
and2_1	90	563.0
ha_1	78	975.9
mux2i_1	47	470.5
xor2_1	15	131.4
nand3_1	10	50.05
nor2b_1	52	325.3
a21oi_1	38	190.2
o21ai_0	24	120.1
clkbuf_1	21	78.83
nor3_1	8	40.04
-- metal layers --
layer	share of wire, %	GRT usage (%)	wire length [µm]	vias to the layer above
met5	0	0	0	-
met4	1.1	2.561	204	0
met3	4.4	4.956	782	18
met2	48	38.66	8660	116
met1	46	36.74	8225	3012
li1	-	-	-	3084
-- layout by cell type (no fill, tap or decap), types with 2 or more instances in the layout --
cell type        netlist  final
inv_1                145    145
clkdlybuf4s50_1        0    116
fa_1                 104    104
and2_1                90     90
ha_1                  78     78
dfxtp_1               58     58
nor2b_1               52     52
mux2i_1               47     47
nand2_1               46     46
a21oi_1               38     38
xnor2_1               35     35
nor2_1                32     32
o21ai_0               24     24
a21o_1                22     22
xor2_1                15     15
nand3_1               10     10
o21bai_1               9      9
clkbuf_16              0      9
nor3_1                 8      8
nand2b_1               7      7
o21ai_1                4      4
a211oi_1               4      4
a31oi_1                4      4
nand4_1                4      4
and3_1                 3      3
or3_1                  3      3
bufinv_16              0      3
buf_4                  0      3
nand3b_1               2      2
o211a_1                2      2
o21a_1                 2      2
o22ai_1                2      2
inv_6                  0      2
clkinv_4               0      2
-- per-stage QoR --
step                      util (%)  hold WS [ns]  power, mW  instances  setup WS (ns)
after floorplan                  -        0.4308     0.4393        894          14.88
after global placement       59.70        0.4599     0.5569       1206          13.80
after detailed placement     59.70        0.4665     0.5615       1206          13.61
after CTS                    61.92        0.4746     0.7082       1222          13.93
after global routing         61.92        0.4983     0.7669       1222          13.29
final                        61.93        0.4728     0.7009       1223          13.95
-- logic make-up (layout without fill, tap and decap cells) --
family | after synthesis | in the layout
DFF | 58 | 58
muxes | 47 | 47
other | 0 | 1
adders and majority gates | 182 | 182
AOI/OAI and AO/OA | 128 | 128
and+or+nand+nor | 260 | 260
xor gates and xnor gates | 50 | 50
buffers and inverters | 169 | 281
-- path summary, 6_finish.rpt --
| path | from | end | slack, ns | cells after the start |
|---|---|---|---|---|
| worst min-delay path | P_out[30] | P_out[30] | 0.47 | 2 |
| worst max-delay path | I_in[0] | P_out[31] | 13.95 | 30 |
| worst max register to register | W_out[7] | P_out[31] | 18.60 | 29 |
| worst min register to register | P_out[30] | P_out[30] | 0.47 | 2 |
-- cell type report --
| cell class | count | area share [%] |
|---|---|---|
| multi-input cells | 667 | 63.99 |
| repair buffers | 120 | 12.17 |
| flip-flops and latches | 58 | 11.89 |
| inverters | 145 | 5.573 |
| well taps | 216 | 2.767 |
| clock buffers | 9 | 2.306 |
| clock inverters | 7 | 1.281 |
| diodes | 1 | 0.02562 |
Power and IR drop assume default switching activity.
